==> config.mk <==
export PLATFORM = sky130hd
export DESIGN_NAME = alu_8bit
export DESIGN_NICKNAME = alu_8bit
export VERILOG_FILES = /design/flow/design.v
export SDC_FILE = /design/flow/constraint.sdc
export NUM_CORES = 4
export LEC_CHECK = 1
export CORE_AREA = 10 10 101 101
export DIE_AREA = 0 0 111 111
==> constraint.sdc <==
current_design alu_8bit

set clk_period 8.8
set clk_io_pct 0.2

create_clock -name clk0 -period $clk_period

set non_clock_inputs [all_inputs -no_clocks]
set_input_delay [expr $clk_period * $clk_io_pct] -clock clk0 $non_clock_inputs
set_output_delay [expr $clk_period * $clk_io_pct] -clock clk0 [all_outputs]
==> design.v <==
module alu_8bit (
    input  logic [7:0] a,
    input  logic [7:0] b,
    input  logic [2:0] op,     
    output logic [7:0] result,
    output logic       zero,
    output logic       carry,
    output logic       overflow
);
    logic [8:0] temp;
    always_comb begin
        temp = 9'b0;
        carry = 1'b0;
        overflow = 1'b0;
        case (op)
            3'b000: result = a & b;            
            3'b001: result = a | b;            
            3'b010: begin                      
                temp = a + b;
                result = temp[7:0];
                carry = temp[8];
                overflow = (a[7] == b[7]) && (result[7] != a[7]);
            end
            3'b011: result = a ^ b;            
            3'b100: result = ~a;               
            3'b101: begin                      
                temp = a - b;
                result = temp[7:0];
                carry = temp[8];
                overflow = (a[7] != b[7]) && (result[7] != a[7]);
            end
            3'b110: result = a << 1;           
            3'b111: result = a >> 1;           
            default: result = 8'b0;
        endcase
    end
    assign zero = (result == 8'b0);
endmodule
==> run.sh <==
#!/bin/bash
# OpenROAD 26Q1-2900-gdf79404cd8, Yosys 0.63+post, stock flow scripts
make -C /OpenROAD-flow-scripts/flow DESIGN_CONFIG=/design/flow/config.mk WORK_HOME=/design/flow/orfs finish
==> out/metrics.yaml <==
fp_util: 0.187
grt_max_degree: 31
status: "complete, no violations"
drv_slew: 0
hold_path_depth: 4
gp_congestion: 0.964
rsz0062_at_grt: "false"
drv_cap: 0
dp_hpwl_um: 3660
cts_hold_buf: 0
critical_path_arrival_ps: 4920
worstPathMaxFanout: 6
avgViaCountPerCell: 4.72
cts.repair.resized: 0
hold_end: "overflow"
powerDensity_mw_per_mm2: 54.3
topCellsByArea: "ha_1 20%, inv_1 6.9%, a21oi_1 6.2%"
top_cell_area_share: 0.197
grt_pass1_vias: 1463
grt_use_total: 0.0707
die_y_um: 111
yosysWarnings: 1
path_class: "in2out"
cp.required_ps: 7040
pin_count: 30
slew_headroom: 0.436
crit_start: "a[1]"
setup_tns_ps: 0
diodes: 0
yosysSeqAreaShare: 0
overflow: 0
ys_area_mm2: 0.00152
core-area_mm2: 0.00813
cts_setup_buffers: 0
top_area_cell: "ha_1"
hold_viol: 0
route.detailed.drc: 0
row_count: 33
synth_cells: 201
syn_avg_cell_area_um2: 7.58
syn_to_final_growth_pct: 23.2
synthDistinctLibCells: 64
max-vdd-ir-drop_mv: 0.0111
post-synth-top-count-cell: "inv_1"
antenna_left: 0
setup_viol: 0
min_period_ps: 6680
yosysCellCount: 201
drive_above_1_share: 0.104
die_w_um: 111
finalClockPeriodUsage: 0.759
final_cell_area_mm2: 0.00188
leakage_nw: 0.791
drt_wl_total_um: 4510
grt_pass1_wl_um: 7520
clock_buffers: 0
common_cells: "28 x inv_1, 24 x ha_1, 19 x a21oi_1, 16 x nor2_1, 7 x nand2_1"
worstSetupStartpointType: "primary input"
critPathCaptureType: "output port"
synthesis.area_mm2: 0.00152
min_path_type: "in2out"
fmax_ghz: 0.150
portBuffers: 30
tool_warnings: 48
drt_pass1_iterations: 4
routedWlPerCell_um: 13.8
seqCellArea_um2: 0
die_area_mm2: 0.0123
whs_ps: 4660
vias: 1539
seq_cells: 0
fillers: 872
antenna_found_initial: 0
hold_start: "a[7]"
drt_iter0_markers: 189
place_area_mm2: 0.00188
worst_pin_slew_ps: 843
[where the power goes]
| group | internal (mW) | total [mW] | switching [mW] |
|---|---|---|---|
| logic | 0.0501 | 0.102 | 0.0518 |
| registers | 0 | 0 | 0 |
| clock network | 0 | 0 | 0 |
| total | 0.0501 | 0.102 | 0.0518 |
[cell families (layout without fill, tap and decap cells)]
logic type | count (synthesis) | in the layout | synth area share
XOR/XNOR | 1 | 1 | 0.00575
buffers and inverters | 40 | 60 | 0.131
multiplexers | 11 | 11 | 0.0920
adder cells (fa/ha/maj) | 26 | 26 | 0.223
AND/OR/NAND/NOR | 54 | 54 | 0.208
AND-OR/OR-AND | 69 | 69 | 0.341
[metrics by stage]
| stage | power (mW) | utilization | setup WS, ps | std cells |
|---|---|---|---|---|
| global route | 0.113 | 0.231 | 1890 | 326 |
| detailed placement | 0.102 | 0.231 | 2100 | 326 |
| CTS | 0.103 | 0.231 | 2090 | 326 |
| finish | 0.102 | 0.231 | 2120 | 326 |
| floorplan | 0.0664 | - | 3570 | 201 |
| global placement | 0.102 | 0.231 | 2150 | 326 |
[routing by layer]
layer	up-vias	routed length, um	track usage
met2	62	2180	0.121
met4	0	39	0.00521
met5	-	0	0
met3	4	295	0.00876
li1	782	-	-
met1	691	1990	0.0959
[cell type report]
type / count / area [um2] / share of cell area
Tap cell: 105 / 131 / 0.0700
Timing Repair Buffer: 32 / 315 / 0.168
Inverter: 28 / 105 / 0.0560
Multi-Input combinational cell: 161 / 1330 / 0.706
[critical path, cell delays in order]
cell             delay, ps
clkdlybuf4s50_1        600
inv_1                  140
ha_1                   360
or3_1                  430
a31oi_1                300
o21a_1                 230
mux2i_1                230
a41oi_2                150
nor4_2                 220
clkdlybuf4s50_1        500
[worst max-delay path by stage]
stage,slack [ps],to,cells past startpoint
after global routing,1890,zero,10
final,2120,zero,10
after CTS,2090,zero,10
[layout by cell type (no fill, tap or decap), types with 4 or more instances in the layout]
master	n
a21oi_1	19
clkdlybuf4s50_1	30
ha_1	24
inv_1	28
mux2_2	4
mux2i_1	5
nand2_1	7
nand3_1	6
nor2_1	16
nor2b_1	4
o2111ai_1	4
o21ai_0	5
No activity file was given, so power comes from the tool's default toggle rates.
