## ./config.mk

```make
export PLATFORM = sky130hd
export DESIGN_NAME = adder_4bit
export DESIGN_NICKNAME = adder_4bit
export VERILOG_FILES = /design/flow/design.v
export SDC_FILE = /design/flow/constraint.sdc
export NUM_CORES = 4
export LEC_CHECK = 1
export CORE_AREA = 10 10 70 70
export DIE_AREA = 0 0 80 80
```

## ./constraint.sdc

```tcl
current_design adder_4bit

set clk_period 3.0
set clk_io_pct 0.2

create_clock -name clk0 -period $clk_period

set non_clock_inputs [all_inputs -no_clocks]
set_input_delay [expr $clk_period * $clk_io_pct] -clock clk0 $non_clock_inputs
set_output_delay [expr $clk_period * $clk_io_pct] -clock clk0 [all_outputs]
```

## ./design.v

```verilog
module half_adder (
    input  logic a,
    input  logic b,
    output logic sum,
    output logic carry
);
    assign sum = a ^ b;
    assign carry = a & b;
endmodule
module full_adder (
    input  logic a,
    input  logic b,
    input  logic cin,
    output logic sum,
    output logic cout
);
    assign sum = a ^ b ^ cin;
    assign cout = (a & b) | (cin & (a ^ b));
endmodule
module adder_4bit (
    input  logic [3:0] a,
    input  logic [3:0] b,
    input  logic       cin,
    output logic [3:0] sum,
    output logic       cout
);
    logic [2:0] carry;   
    full_adder fa0 (.a(a[0]), .b(b[0]), .cin(cin),      .sum(sum[0]), .cout(carry[0]));
    full_adder fa1 (.a(a[1]), .b(b[1]), .cin(carry[0]), .sum(sum[1]), .cout(carry[1]));
    full_adder fa2 (.a(a[2]), .b(b[2]), .cin(carry[1]), .sum(sum[2]), .cout(carry[2]));
    full_adder fa3 (.a(a[3]), .b(b[3]), .cin(carry[2]), .sum(sum[3]), .cout(cout));
endmodule
module adder_8bit (
    input  logic [7:0] a,
    input  logic [7:0] b,
    output logic [7:0] sum,
    output logic       cout
);
    logic [8:0] temp;
    assign temp = a + b;
    assign sum = temp[7:0];
    assign cout = temp[8];
endmodule
```

## ./run.sh

```bash
#!/bin/bash
# OpenROAD 26Q1-2900-gdf79404cd8, Yosys 0.63+post, stock flow scripts
make -C /OpenROAD-flow-scripts/flow DESIGN_CONFIG=/design/flow/config.mk WORK_HOME=/design/flow/orfs finish
```

==> reports/metrics.cfg <==
[layout]
design.seq.count=0
area_growth_pct=104.2
fill_cells=409
layout-drive-gt1-share_pct=39.29
nClkBuffers=0
stdcell_count=74
regArea_um2=0

[route]
avgRoutedWirePerCell_um=5.392
firstDrtPassIters=1
postRouteAntennaNets=0
routed_via_density=1.541
drt_iter0_drc=0
num_vias=114
drc=0
insertedDiodeCount=0
drt_wl_total_um=399

[sta]
tightest_slew_ns=0.1014
fin_crit_sh_pct=95.11
slew_viol_final=0
hold_violations=0
slew_headroom_pct=93.22
whs_ns=1.947
final.min_clock_period_ns=2.853
rsz0062_at_grt=false
layout_setup_ws_ns=0.1466
final-setup-viol-count=0
fmax_mhz=350.5
tns_ns=0

[clock_tree]
cts_setup_buffers=0
hold_buffers=0

[global_route]
first_global_vias=132
antenna_found_initial=0
grt_pass1_wl_um=641
grt_overflow=0
grt_usage_pct=1.254
grt_max_degree=2

[flow_run]
cap_violations=0
warning_count=32

[setup_path]
required_ns=2.40
cp.arrival_ns=2.25
end_kind=output port
worstSetupPathType=primary input to output port
crit_path_start_kind=primary input
cp_max_fo=1

[synthesis]
netlist.area_leader.share_pct=54.24
syn_area_um2=147.6
synthCells=18
synth.area.top_cells=fa_1, inv_1, buf_4
synth_cell_types=3
synth_area_leader_cell=fa_1
ys_cells=18
ys_seq_share_pct=0
ys_area_um2=147.6
synth.yosys.warnings=0
synth.avg_cell_area_um2=8.202

[status]
status=finished clean

[place]
dp_hpwl_um=398.5
gp_congestion=0.8184
dp_cells=74
place_ws_ns=-0.6782
port-buffer-count=14

[floorplanning]
fp_util_pct=4.322
dieArea_um2=6400
die_y_um=80
core_area_um2=3416
rows=21
die_w_um=80
io_pins=14

[power_and_ir_drop]
leakage_nw=0.1437
powerDensity_nw_per_um2=137.1
ir_drop_uv=29.54
power_mw=0.04135

[min_path]
hp-class=primary input to output port

final timing paths:
check	startpoint	endpoint	slack [ns]	cells past startpoint
max	a[0]	sum[3]	0.15	10
min	b[3]	sum[3]	1.95	5
cell usage in the layout, fill, tap and decap left out:
master,instances
buf_2,4
clkdlybuf4s50_1,6
dlygate4sd2_1,3
dlymetal6s2s_1,1
fa_1,1
fa_2,3
inv_1,6
inv_2,4
logic make-up (layout without fill, tap and decap cells):
group / after synthesis / in the layout / share of synthesized area (%)
fa+ha+maj: 4 / 4 / 54.24
buf+inv: 14 / 24 / 45.77
critical path: stages:
cell   delay (ns)
buf_2        0.10
inv_2        0.05
fa_2         0.19
inv_2        0.04
fa_2         0.34
fa_2         0.34
inv_2        0.06
fa_1         0.39
inv_1        0.05
buf_2        0.08
power by group:
part / total (mW) / internal, mW / switching, mW / leakage, nW
Clock: 0 / 0 / 0 / 0
Sequential: 0 / 0 / 0 / 0
Combinational: 0.0413 / 0.0273 / 0.0140 / 0.144
routing by layer:
| layer | GRT usage [%] | vias to the layer above | part of all wire [%] |
|---|---|---|---|
| met2 | 1.124 | 14 | 17 |
| met1 | 1.474 | 40 | 39 |
| met5 | 0 | - | 0 |
| met4 | 0 | 0 | 0 |
| met3 | 2.045 | 0 | 44 |
| li1 | - | 60 | - |
layout make-up:
cell class	instances	area, µm²	share of cell area, %
timing repair buffer	14	118.9	39.42
inverter	10	37.54	12.45
multi-input combinational	4	87.58	29.05
tap	46	57.56	19.09
synth_stat cells (all sizes together):
master / instances
fa: 4
buf: 4
inv: 10
repair_timing:
action                                  CTS  global route
endpoints found under the hold margin     0             0
endpoints found under the setup margin    4             1
cloned                                    0             0
pin swaps                                 4             3
resized                                  22             1
per-stage QoR:
stage | utilization (%) | cell area, µm²
2_1_floorplan | - | 147.6
3_3_place_gp | 9.231 | 315.3
3_5_place_dp | 9.231 | 315.3
4_1_cts | 8.755 | 299.0
5_1_grt | 8.828 | 301.5
6_report | 8.828 | 301.5
Power figures rest on the tool's default switching activity, not on a simulated workload.
