`design/flow/config.mk`:
```
export PLATFORM = sky130hd
export DESIGN_NAME = ram_16x8
export DESIGN_NICKNAME = ram_16x8
export VERILOG_FILES = /design/flow/design.v
export SDC_FILE = /design/flow/constraint.sdc
export NUM_CORES = 4
export LEC_CHECK = 1
export CORE_UTILIZATION = 40
```
`design/flow/run.sh`:
```
#!/bin/bash
# OpenROAD 26Q1-2900-gdf79404cd8, Yosys 0.63+post, stock flow scripts
make -C /OpenROAD-flow-scripts/flow DESIGN_CONFIG=/design/flow/config.mk WORK_HOME=/design/flow/orfs finish
```
`design/flow/constraint.sdc`:
```
current_design ram_16x8

set clk_period 3.0
set clk_io_pct 0.2

create_clock -name clk0 -period $clk_period [get_ports {clk}]

set non_clock_inputs [all_inputs -no_clocks]
set_input_delay [expr $clk_period * $clk_io_pct] -clock clk0 $non_clock_inputs
set_output_delay [expr $clk_period * $clk_io_pct] -clock clk0 [all_outputs]
```
`design/flow/design.v`:
```
module ram_16x8 (
    input  logic       clk,
    input  logic [3:0] addr,
    input  logic [7:0] data_in,
    input  logic       we,       
    output logic [7:0] data_out
);
    logic [7:0] mem [0:15];   
    always_ff @(posedge clk) begin
        if (we)
            mem[addr] <= data_in;
    end
    assign data_out = mem[addr];
endmodule
```
==> deck_impl_summary.md <==
Run Summary

Min path
  • Hold path depth: 4
  • Hold crit path type: input pin to register
  • HP Start: addr[0]
  • Hold Path Sink: mem[0][7]

Finish
  • Max FFs per register: 128
  • Ratio of cells with drive above 1 in the final layout: 0.307
  • Area Overhead vs Synth: 22.8%
  • Util after Layout: 0.504
  • Largest registers: mem: 128 flops
  • Largest Register: mem
  • Finished Layout Cells: between 400 and 500
  • Final instance area: around 6000 sq um

Floorplan
  • Site Rows: approximately 40
  • Total Die Area: 12,700 sq um
  • Die Ht: between 100 and 150 um
  • FP Core Util: 0.410
  • Core area: between 10,000 and 15,000 sq um
  • I/O pins: 22
  • Chip Width: ~110 um

STA
  • Tmin final: 2860 ps
  • RSZ-0062 raised after global routing: no
  • Worst-margin pin slew: approximately 550 ps
  • Final worst slack: roughly 140 ps
  • Cycle use final: 0.953
  • Slew Limit Headroom: 0.629
  • Number of setup violations in the final report: 0
  • Hold WS: a little under 1000 ps
  • Final setup TNS: 0 ps
  • Max Freq: between 300 and 400 MHz
  • Slew Limit Fails: 0
  • Final hold vios: 0

Synthesis
  • Distinct cells, synth: 17
  • Flops after synth: roughly 130
  • Max-area cell share: 0.783
  • Cell area after synthesis: between 4000 and 5000 sq um
  • Synth area leaders: edfxtp_1 (78%), mux4_2 (15%), a22oi_1 (2.4%)
  • Yosys stat area: just under 5000 sq um
  • Cells after Synth: 222
  • Synth Warn #: 1
  • # Cells Yosys: roughly 220
  • Top FF cell, synth: edfxtp_1
  • Largest area contributor in the netlist: edfxtp_1
  • Post-synth ARST share: 0
  • Commonest cells in the netlist: edfxtp_1 (128), mux4_2 (32), a22oi_1 (16)
  • Syn Area/Cell: approximately 22 sq um
  • Number of enable flip-flop cells: between 100 and 150
  • Yosys top cell by instances: edfxtp_1
  • Sequential cell area fraction in the yosys report: 0.783

Drt
  • DR pass1 iterations: 4
  • Drc violations: 0
  • Antenna Nets Post-Route: 0
  • WL met1: approximately 3800 um
  • Diode count: 0
  • Via count: approximately 2,300
  • WL final: 9090 um
  • Met2 wire length: ~4400 um
  • DR top layer: met4
  • WL met3: ~740 um
  • WL per Instance: 20.9 um
  • DRT iter0 DRCs: around 150
  • Routed vias/inst: about 5.4

Worst setup path
  • Crit Path Class: input pin to primary output
  • Crit path max fanout: 8
  • CP Capture Type: primary output
  • Startpoint class of the critical path: input pin
  • Critical Path AT: 2260 ps
  • Data required time of the worst path: roughly 2400 ps

Placed design
  • Area after DPL: between 5000 and 6000 sq um
  • GP Congestion: ~0.75
  • PortBufs: 21
  • DP Worst Slack: about 43 ps
  • HPWL after detailed placement: 5630 um
  • Dpl cells: approximately 400

Clock network
  • CTS buffer count: 17
  • CTS Buffer Depth: 2
  • Htree depth: 4
  • CTS tree: yes
  • Clk sinks: ~130
  • Clk slew on worst S/H paths: 50 ps
  • Clock root buffer: clkbuf_16

Global routing
  • Wire length of the first global-routing pass: ~14,000 um
  • Vias in the first global route: between 2,000 and 2,500
  • Largest net degree at the start of global routing: around 40
  • Initial antenna violation count: 0
  • All-Layer GR Usage: 0.170
  • Global route total overflow: 0

Job
  • Stage-log warning count: 25
  • Max-Cap Viols: 0

Run status
  • Status: completed

Power
  • Lkg Pwr: 1.95 nW
  • Maximum vdd ir drop: 0.425 mV
  • P per Cell Area: roughly 700 nW/um^2
  • Total power: 4.25 mW
## power breakdown
group | internal, mW | switching [mW]
combinational | 0.108 | 0.106
sequential | 2.01 | 0.00720
clock | 1.30 | 0.720
## logic make-up (layout without fill, tap and decap cells)
| kind of cell | count (synthesis) | after routing | synth area share |
|---|---|---|---|
| simple gates | 35 | 35 | 0.0331 |
| buf+inv | 11 | 76 | 0.0122 |
| compound gates | 16 | 16 | 0.0245 |
| mux | 32 | 32 | 0.147 |
| flops | 128 | 128 | 0.783 |
## layout by cell type (no fill, tap or decap), types with 2 or more instances in the layout
master           synthesis  routed
edfxtp_1               128     128
mux4_2                  32      32
buf_4                    0      21
clkdlybuf4s50_1          0      19
clkbuf_16                0      17
a22oi_1                 16      16
nor2_1                  13      13
nand2_1                  9       9
clkinvlp_4               0       6
nor3_1                   4       4
bufinv_16                0       3
clkinv_4                 0       3
nor2b_1                  2       2
nand3b_1                 2       2
nand2b_1                 2       2
clkbuf_1                 2       2
buf_2                    2       2
buf_12                   0       2
## layer usage
metal,global-route usage,vias to the layer above
met5,0,-
met4,0.0204,0
met3,0.0775,10
met2,0.249,97
met1,0.273,1181
li1,-,1043
## worst max-delay path, stage by stage
cell,delay (ps)
buf_2,130
buf_4,210
mux4_2,530
a22oi_1,250
nand2_1,120
clkdlybuf4s50_1,420
## worst max path at each step
stage | from | endpoint | slack, ps | depth (start not counted)
finish | addr[0] | data_out[6] | 140 | 6
global route | addr[0] | data_out[6] | 30 | 6
CTS | addr[3] | data_out[6] | 50 | 5
## final cells by class
cell class                 count  area (sq um)
fill                         895          5930
sequential                   128          3840
multi-input combinational     83          1000
clock buffer                  19           433
timing repair buffer          44           398
tap                          147           184
clock inverter                13           165
## repair_timing
action                                 in CTS  in global routing
endpoints found under the hold margin       0                  0
gates resized                               0                  1
setup endpoints to repair                   0                  1
hold buffers                                0                  0
setup buffers                               0                  0
Power figures rest on the tool's default switching activity, not on a simulated workload.
